==> flow/config.mk <==
export PLATFORM = sky130hd
export DESIGN_NAME = mux8
export DESIGN_NICKNAME = mux8
export VERILOG_FILES = /design/flow/design.v
export SDC_FILE = /design/flow/constraint.sdc
export NUM_CORES = 4
export LEC_CHECK = 1
export CORE_AREA = 10 10 70 70
export DIE_AREA = 0 0 80 80
==> flow/constraint.sdc <==
current_design mux8

set clk_period 2.1
set clk_io_pct 0.2

create_clock -name clk0 -period $clk_period

set non_clock_inputs [all_inputs -no_clocks]
set_input_delay [expr $clk_period * $clk_io_pct] -clock clk0 $non_clock_inputs
set_output_delay [expr $clk_period * $clk_io_pct] -clock clk0 [all_outputs]
==> flow/design.v <==
module mux2 #(parameter WIDTH = 8)
             (d0, d1,
              s, y);
    input  [WIDTH-1:0] d0, d1;
    input              s;
    output [WIDTH-1:0] y;
    assign y = ( s == 1'b1 ) ? d1:d0;
endmodule
module mux3 #(parameter WIDTH = 8)
             (d0, d1,d2,
              s,m,y);
    input  [WIDTH-1:0] d0, d1,d2;
    input              s,m;
    output [WIDTH-1:0] y;
    reg [WIDTH-1:0] y_r;
    always @( * ) begin
        case ( {s,m} )
            2'b00: y_r = d0;
            2'b01: y_r = d0;
            2'b10: y_r = d1;
            2'b11: y_r = d2;
            default: ;
        endcase
    end  
    assign y = y_r;
endmodule
module mux4 #(parameter WIDTH = 8)
             (d0, d1, d2, d3,
              s, y);
    input  [WIDTH-1:0] d0, d1, d2, d3;
    input  [1:0] s;
    output [WIDTH-1:0] y;
    reg [WIDTH-1:0] y_r;
    always @( * ) begin
        case ( s )
            2'b00: y_r = d0;
            2'b01: y_r = d1;
            2'b10: y_r = d2;
            2'b11: y_r = d3;
            default: ;
        endcase
    end  
    assign y = y_r;
endmodule
module mux6 #(parameter WIDTH = 8)
             (d0, d1, d2, d3,d4,
              s, y);
    input  [WIDTH-1:0] d0, d1, d2, d3, d4;
    input  [2:0] s;
    output [WIDTH-1:0] y;
    reg [WIDTH-1:0] y_r;
    always @( * ) begin
        case ( s )
            3'b000: y_r = d0;
            3'b001: y_r = d1;
            3'b010: y_r = d2;
            3'b011: y_r = d3;
			3'b100: y_r = d4;
            default: ;
        endcase
    end  
    assign y = y_r;
endmodule
module mux8 #(parameter WIDTH = 8)
             (d0, d1, d2, d3,
              d4, d5, d6, d7,
              s, y);
    input  [WIDTH-1:0] d0, d1, d2, d3;
    input  [WIDTH-1:0] d4, d5, d6, d7;
    input  [2:0]       s;
    output [WIDTH-1:0] y;
    reg [WIDTH-1:0] y_r;
    always @( * ) begin
        case ( s )
            3'd0: y_r = d0;
            3'd1: y_r = d1;
            3'd2: y_r = d2;
            3'd3: y_r = d3;
            3'd4: y_r = d4;
            3'd5: y_r = d5;
            3'd6: y_r = d6;
            3'd7: y_r = d7;
            default: ;
        endcase
    end  
    assign y = y_r;
endmodule
module mux16 #(parameter WIDTH = 8)
             (d0, d1, d2, d3,
              d4, d5, d6, d7,
              d8, d9, d10, d11,
              d12, d13, d14, d15,
              s, y);
    input [WIDTH-1:0] d0, d1, d2, d3;
    input [WIDTH-1:0] d4, d5, d6, d7;
    input [WIDTH-1:0] d8, d9, d10, d11;
    input [WIDTH-1:0] d12, d13, d14, d15;
    input [3:0] s;
    output [WIDTH-1:0] y;
    reg [WIDTH-1:0] y_r;
    always @( * ) begin
        case ( s )
            4'd0:  y_r = d0;
            4'd1:  y_r = d1;
            4'd2:  y_r = d2;
            4'd3:  y_r = d3;
            4'd4:  y_r = d4;
            4'd5:  y_r = d5;
            4'd6:  y_r = d6;
            4'd7:  y_r = d7;
            4'd8:  y_r = d8;
            4'd9:  y_r = d9;
            4'd10: y_r = d10;
            4'd11: y_r = d11;
            4'd12: y_r = d12;
            4'd13: y_r = d13;
            4'd14: y_r = d14;
            4'd15: y_r = d15;
            default: ;
        endcase
    end  
    assign y = y_r;
endmodule
==> flow/run.sh <==
#!/bin/bash
# OpenROAD 26Q1-2900-gdf79404cd8, Yosys 0.63+post, stock flow scripts
make -C /OpenROAD-flow-scripts/flow DESIGN_CONFIG=/design/flow/config.mk WORK_HOME=/design/flow/orfs finish
==> flow_metrics.tcl <==
# place-and-route summary
set metrics [dict create \
    grt_busiest_layer "met2" \
    portBuffers 75 \
    avgRoutedWirePerCell_microns 17.1 \
    dieArea_sq_um 6400 \
    dpl.hpwl_mm 2.26 \
    place_ws_ns -0.672 \
    crit_type "input port to primary output" \
    worst_ep_arrival_time_ns 1.66 \
    grt_pass1_wl_mm 4.48 \
    pwr-share-seq_pct 0 \
    drv_slew 0 \
    min_from "d2[5]" \
    vias_per_cell 4.24 \
    holdWs_ns 1.35 \
    hold_viol 0 \
    vdd_drop_max_v 0.0000750 \
    maxCapViolCount 0 \
    drc_errors 0 \
    gr-usage-met1_pct 12.3 \
    fin_cells 167 \
    fin_area_sq_um 1550 \
    yosys_area_sq_um 568 \
    logic_family "multiplexers" \
    internal_power_mw 0.219 \
    min_path_type "input port to primary output" \
    period_minus_slack_ns 2.08 \
    synthMuxAreaShare_pct 82.6 \
    p_switching_mw 0.0674 \
    start_kind "input port" \
    drtIter0Drc 18 \
    period_used_pct 98.9 \
    die_w_microns 80 \
    drive_gt1_share_pct 38.0 \
    grt_start_max_net_pins 10 \
    power.total_mw 0.286 \
    fin_tns_setup_ns 0 \
    synth_warnings 1 \
    ys_cells 39 \
    pwr-share-clk_pct 0 \
    final-setup-viol-count 0 \
    dp_cells 161 \
    p_per_area_nw_per_um2 185 \
    synthesis.area_sq_um 568 \
    critPathRequiredTime_ns 1.68 \
    synthesis.instances 39 \
    antennaDiodeCount 0 \
    warning_count 33 \
    ys_seq_share_pct 0 \
    xor_share_pct 0 \
    utilization_pct 45.3 \
    grt_antenna_before_repair 0 \
    grt_pass1_vias 835 \
    grt_util_met2_pct 13.6 \
    finalWorstSetupSlack_ns 0.0240 \
    critPathLaunch "d7[4]" \
    ant_nets 0 \
    syn_to_final_growth_pct 172 \
    fp.coreArea_sq_um 3420 \
    via_count 708 \
    fmax_ghz 0.482 \
    synth_area_per_cell_sq_um 14.6 \
    grtUsageMet3_pct 2.95 \
    switching_share_pct 23.6 \
    hold_depth 4 \
    aoi_share_pct 5.95 \
    ys_sh_simple_pct 4.41 \
    design.seq.count 0 \
    nClkBuffers 0 \
    routed_wirelength_mm 2.86 \
    status "finished, final reports clean" \
    adder_share_pct 0 \
    p_leak_nw 0.869 \
    die_h_microns 80 \
    ys_types 17 \
    end_kind "primary output" \
    io-pin-count 75 \
    drtPass1Iterations 4 \
    worst_slew_pin_slew_ns 0.253 \
    pwr-share-comb_pct 100.0 \
    fp_util_pct 16.6 \
    track_usage_pct 8.74 \
    routabilityCongestion 0.738 \
    fp-row-count 21 \
    rsz0062_at_grt "no" \
    relSlewSlack_pct 83.1 \
    dpl-instance-area_sq_um 1410 \
    overflow 0 \
    worstPathMaxFanout 1 \
    register_area_sq_um 0 \
]
[repair_timing]
action                                  CTS  global route
endpoints found under the hold margin     0             0
setup buffers                             4             0
gates resized                            61            38
pin swaps                                 3             0
cloned                                    2             0
hold buffers                              0             0
endpoints found under the setup margin    8             8
[placed cells by master, fill, tap and decap left out, types with 2 or more instances in the layout]
cell type / synthesis / final
buf_12: 0 / 2
buf_2: 2 / 4
buf_4: 0 / 7
buf_6: 2 / 4
clkdlybuf4s50_1: 0 / 27
dlygate4sd2_1: 0 / 9
dlymetal6s2s_1: 0 / 30
mux2_4: 0 / 6
mux2i_1: 3 / 3
mux4_2: 2 / 14
[power by group through the flow]
| stage | clock (mW) | combinational, mW | sequential (mW) |
|---|---|---|---|
| after global routing | 0 | 0.308 | 0 |
| after CTS | 0 | 0.288 | 0 |
| final | 0 | 0.286 | 0 |
[cell type report]
type                            count  area [sq um]
Fill cell                         328          1870
Inverter                            1          3.75
Multi-Input combinational cell     33           524
Tap cell                           46          57.6
Timing Repair Buffer               87           962
[layer usage]
| layer | share of wire (%) | vias up |
|---|---|---|
| met2 | 46 | 46 |
| li1 | - | 342 |
| met4 | 0 | 0 |
| met5 | 0 | - |
| met1 | 43 | 320 |
| met3 | 11 | 0 |
[Yosys cell counts (all sizes together)]
cell     number  area share [%]
mux4         14              63
mux2          7              14
buf           4             5.7
mux2i         3             5.3
a211oi        1             1.3
a2bb2oi       1             1.5
a31oi         1             1.1
clkbuf        1            0.66
inv           1            0.66
nand2         1            0.66
nand2b        1             1.1
nor3          1            0.88
o21ai         1            0.88
o22ai         1             1.1
or4b          1             1.8
[critical path, stage by stage]
cell             delay (ns)
clkdlybuf4s50_1        0.40
mux4_2                 0.46
mux2_4                 0.27
buf_6                  0.11
[kinds of logic (layout without fill, tap and decap cells)]
kind of cell,after synthesis,after routing
AND/OR/NAND/NOR,4,4
AND-OR/OR-AND,5,5
multiplexers,24,24
buffers and inverters,6,88
[path summary, 6_finish.rpt]
check                  end  slack (ns)
worst max-delay path  y[4]        0.02
worst min-delay path  y[5]        1.35
No activity file was given, so power comes from the tool's default toggle rates.
